===== design/flow/config.mk =====
export PLATFORM = sky130hd
export DESIGN_NAME = vending_machi
export DESIGN_NICKNAME = vending_machi
export VERILOG_FILES = /design/flow/design.v
export SDC_FILE = /design/flow/constraint.sdc
export NUM_CORES = 4
export LEC_CHECK = 1
export CORE_AREA = 10 10 70 70
export DIE_AREA = 0 0 80 80

===== design/flow/constraint.sdc =====
current_design vending_machi

set clk_period 1.5
set clk_io_pct 0.2

create_clock -name clk0 -period $clk_period [get_ports {clk}]

set non_clock_inputs [all_inputs -no_clocks]
set_input_delay [expr $clk_period * $clk_io_pct] -clock clk0 $non_clock_inputs
set_output_delay [expr $clk_period * $clk_io_pct] -clock clk0 [all_outputs]

===== design/flow/design.v =====
`timescale 1ns/1ns
module vending_machi (
    input wire clk,
    input wire rst,
    input wire d1,    
    input wire d2,    
    input wire d3,    
    output reg out1,  
    output reg [1:0] out2   
);
    parameter IDLE = 2'b00;    
    parameter S0 = 2'b01;      
    parameter S1 = 2'b10;      
    reg [1:0] cur_sta, next_sta;
    always @(posedge clk or negedge rst) begin
        if(~rst) begin
            cur_sta <= IDLE;
        end
        else begin
            cur_sta <= next_sta;
        end
    end
    always @(d1, d2, d3, rst) begin
        if(~rst) begin
            next_sta = IDLE;
        end
        else begin
            case(cur_sta)
                IDLE: begin
                    case ({d1, d2, d3})
                        3'b000: next_sta = next_sta;
                        3'b100: next_sta = S0;
                        3'b010: next_sta = S1;
                        3'b001: next_sta = IDLE;
                        default: next_sta = IDLE;
                    endcase
                end
                S0: begin
                    case ({d1, d2, d3})
                        3'b000: next_sta = next_sta;
                        3'b100: next_sta = S1;
                        3'b010: next_sta = IDLE;
                        3'b001: next_sta = IDLE;
                        default: next_sta = IDLE;
                    endcase
                end
                S1: begin
                    case ({d1, d2, d3})
                        3'b000: next_sta = next_sta;
                        3'b100: next_sta = IDLE;
                        3'b010: next_sta = IDLE;
                        3'b001: next_sta = IDLE;
                        default: next_sta = IDLE;
                    endcase
                end
                default: next_sta = ({d1, d2, d3} == 3'b000) ? next_sta : IDLE;
            endcase
        end
    end
    reg out1_t;
    reg [1:0] out2_t;
    always @(posedge clk or negedge rst) begin
        if(~rst) begin
            out1_t <= 'b0;
            out2_t <= 'b0;
        end
        else begin
            case(cur_sta)
                IDLE: begin
                    out1_t <= ({d1, d2, d3} == 3'b001) ? 1'b1 : 1'b0;
                    out2_2 <= ({d1, d2, d3} == 3'b001) ? 2'b01 : 2'b00; 
                end
                S0: begin
                    out1_t <= (({d1, d2, d3} == 3'b010) || ({d1, d2, d3} == 3'b001)) ? 1'b1 : 1'b0;
                    out2_t <= ({d1, d2, d3} == 3'b010) ? 2'b00 : (({d1, d2, d3} == 3'b001) ? 2'b10 : 2'b00);
                end
                S1: begin
                    out1_t <= ({d1, d2, d3} == 3'b000) ? 1'b0 : 1'b1;
                    out2_t <= ({d1, d2, d3} == 3'b100) ? 2'b00 : (({d1, d2, d3} == 3'b010) ? 2'b01 : (({d1 ,d2, d3} == 3'b001) ? 2'b11 : 2'b00));
                end
                default: begin
                    out1_t <= 1'b0;
                    out2_t <= 2'b00;
                end
            endcase
        end
    end
    always @(posedge clk or negedge rst) begin
        if(~rst) begin
            out1 <= 'b0;
            out2 <= 'b0;
        end
        else begin
            out1 <= out1_t;
            out2 <= out2_t;
        end
    end
endmodule

===== design/flow/run.sh =====
#!/bin/bash
# OpenROAD 26Q1-2900-gdf79404cd8, Yosys 0.63+post, stock flow scripts
make -C /OpenROAD-flow-scripts/flow DESIGN_CONFIG=/design/flow/config.mk WORK_HOME=/design/flow/orfs finish

==> run notes <==
The flow run is done. Leakage power of the design landed at 0.250 nW. Per the OpenROAD floorplan log, the area of the die is 6400 sq um. Number of global-route vias before repair landed at roughly 290. Internal power of the cells landed at 333 uW. The synthesis stat section lists a flop and latch total of 10. Required time reported for the critical path endpoint landed at 1660 ps. Per the Yosys statistics, synthesis produced 40 cells. Final-report setup violation count landed at 0. Post-route clock skew landed at 1.97 ps. Total routed wirelength landed at 762 um. Per the post-CTS timing run, clock transition at the registers of the reported paths is 50 ps. The top cell types in the final layout, fill and taps aside, are 8 x dfrtp_1, 7 x clkdlybuf4s50_1, 5 x ha_1.

The horizontal die dimension reported for this design is about 80 um. Share of final-layout standard cells stronger than drive strength 1 landed at 0.140. The violation tally recorded at the end of detailed-routing iteration 0 is 5.

Length of the first detailed-routing pass in iterations landed at 2. TritonCTS built the clock tree. CTS reports a maximum clock tree buffer depth of 2. Relative slew slack landed at 0.752. The clock period could shrink to 1330 ps. STA classifies the critical path startpoint as a register. TritonCTS created 3 clock buffers. In this run the worst hold path is classified as in2async. The worst VDD IR drop from the latest analysis is around 0.23 mV.

The filler cells instantiated in the layout total between 300 and 400. Global-route wire length before repair landed at approximately 1300 um. In this run the count of I/O pins placed on the die edge is 8. Final count of pins violating max slew landed at 0. Before any placement, the netlist area is recorded as 448 sq um. The routed layout has 316 vias. Maximum net fanout on the critical path landed at 4.

The switching portion of total power comes to 0.195. Per the GRT congestion report, total overflow comes to 0. Of the total power, registers draw 0.536.

Warnings raised by the tools during the run amount to 29. Tracing the worst setup path back leads to its startpoint at cur_sta[1]. dfrtp_1 takes more of the synthesized area than any other cell. Looking at the clock tree report, the H-tree level count equals 1. The routed design ends up with an antenna cell count of 0.

The share of total power dissipated in combinational logic is 0.093. The cell count after synthesis came out at 40. By startpoint and endpoint, the worst setup path is classified as reg2reg. For the worst setup path, the data arrival time is approximately 1500 ps.

TritonRoute reported its final design rule violation total as 0. Count of unclocked register or latch pins landed at 2. Total number of placement rows landed at 21. Yosys attributes the largest share of cell area to dfrtp_1 45%, ha_1 14%, dlxtn_1 6.7%. Static timing analysis puts the maximum clock frequency at around 0.75 GHz. According to the Yosys statistics, the synthesized design has a chip area of 448 sq um. Of the post-synthesis cell area, the dominant cell type holds 0.447. Half-perimeter wire length of the detailed placement result landed at approximately 660 um. In this run the power spent charging and discharging nets is 80.4 uW. The share of total power dissipated in the clock network is 0.371. The tree is rooted in a clkbuf_4. Number of max-cap violations landed at 0.

Post-detailed-route wirelength per cell landed at 7.94 um. Hold repair after CTS inserted 0 buffers. The most common logic cell in the final layout is dfrtp_1. Tally of nets with antenna violations remaining after routing landed at 0. For this run, the total global-route usage over all layers was measured as 0.0256.

Minimum hold slack landed at 337 ps. The warning tally printed by Yosys for this design is 3. Initial antenna violation count landed at 0. Of the available clock period, the critical path in the final layout requires 0.889. Area of combinational cells with multiple inputs landed at 193 sq um. Register area landed at 230 sq um.

Gates resized during post-CTS repair numbered 0. In this run the vertical extent of the chip is roughly 80 um. 4 endpoints have no timing constraint.

Actual slew at the worst max-slew pin landed at 370 ps. STA classifies the critical path endpoint as a register. Synthesis-to-finish area growth landed at 35.5%. Dividing the detail-routed via count by the number of cells gives 3.29. Entering global routing, the biggest net connects 10 pins. The startpoint identified for the worst register-to-register timing path is cur_sta[1]. The synthesized netlist contains 19 unique library cells. The run finished with clean final reports.

Area of the core landed at 3420 sq um. Cell area power density landed at slightly below 700 nW/um^2. At the later pin of the worst-skew pair, clock insertion delay measures approximately 240 ps.

Setup repair after global routing left no endpoint under its margin. The final layout reports a setup TNS of 0 ps. Number of hold violations in the final report landed at 0. Average cell area after synthesis landed at 11.2 sq um. Post-CTS timing repair inserted 0 buffers for setup. Total power after layout landed at slightly above 400 uW. Count of buffers inserted at the top-level ports landed at 7. For this configuration, the core starts out at a cell density of 0.131.

RePlAce ended its routability-driven mode at a weighted congestion of 0.818.
-- cell type report --
cell class	count	area share
clock buffer	3	0.0371
tap	46	0.0948
inverter	3	0.0186
multi-input combinational	24	0.318
sequential	10	0.379
timing repair buffer	10	0.153
-- sequential cells by signal (all words and copies together), names as in the netlist --
| register | cells |
|---|---|
| out1_t | 1 |
| next_sta | 2 |
| out2_t | 2 |
| out1 | 1 |
| out2 | 2 |
| cur_sta | 2 |
-- power by group through the flow --
stage	clock (mW)	sequential [mW]	combinational (mW)
finish	0.154	0.221	0.0383
global route	0.175	0.222	0.0425
CTS	0.162	0.221	0.0390
-- critical path, stage by stage, from the launching register on --
cell	delay, ps
dfrtp_1	410
inv_1	90
ha_1	180
nand2b_1	70
a211o_1	300
a211oi_2	200
-- path summary, 6_finish.rpt --
kind / to / slack (ps) / cells past startpoint
setup reg to reg: out1_t / 170 / 5
max in group asynchronous: out1 / 900 / 1
hold / removal: out2_t[0] / 340 / 1
setup / recovery: out1_t / 170 / 5
min in group clk0: out1 / 350 / 0
hold reg to reg: out1 / 350 / 0
-- through the flow --
| step | std cells | area (sq um) | util | setup slack (ps) |
|---|---|---|---|---|
| 5_1_grt | 96 | 607 | 0.178 | 72.3 |
| 2_1_floorplan | 40 | 448 | - | 158 |
| 3_5_place_dp | 93 | 584 | 0.171 | 31.9 |
| 4_1_cts | 96 | 607 | 0.178 | 151 |
| 6_report | 96 | 607 | 0.178 | 166 |
| 3_3_place_gp | 93 | 584 | 0.171 | 42.2 |
-- kinds of logic (layout without fill, tap and decap cells) --
| logic type | after synthesis | in the layout | share of synthesized area |
|---|---|---|---|
| latches | 2 | 2 | 0.0670 |
| and+or+nand+nor | 12 | 12 | 0.156 |
| AOI/OAI and AO/OA | 6 | 6 | 0.115 |
| DFF | 8 | 8 | 0.447 |
| buffers and inverters | 6 | 16 | 0.0559 |
| adders and majority gates | 5 | 5 | 0.140 |
| xor gates and xnor gates | 1 | 1 | 0.0196 |
-- Yosys cell counts --
| cell type | number |
|---|---|
| nand2_1 | 2 |
| dfrtp_1 | 8 |
| a21oi_1 | 1 |
| clkbuf_1 | 1 |
| nor4b_1 | 1 |
| o41ai_1 | 2 |
| ha_1 | 5 |
| a211o_1 | 1 |
| buf_2 | 2 |
| nor4_1 | 1 |
| nor3_1 | 1 |
| nand3b_1 | 3 |
| nand2b_1 | 2 |
| dlxtn_1 | 2 |
| o211ai_1 | 1 |
| a211oi_2 | 1 |
| inv_1 | 3 |
| xnor2_1 | 1 |
| nor2_1 | 2 |
-- routing by layer --
layer	up-vias	track usage	share of wire
met5	-	0	0
met4	0	0.00352	0.0052
met1	146	0.0351	0.51
met2	9	0.0313	0.38
met3	2	0.0193	0.10
li1	159	-	-
Power figures rest on the tool's default switching activity, not on a simulated workload.
